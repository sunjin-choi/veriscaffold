===== ./run.sh =====
#!/bin/bash
# OpenROAD 26Q1-2900-gdf79404cd8, Yosys 0.63+post, stock flow scripts
make -C /OpenROAD-flow-scripts/flow DESIGN_CONFIG=/design/flow/config.mk WORK_HOME=/design/flow/orfs finish

===== ./config.mk =====
export PLATFORM = sky130hd
export DESIGN_NAME = counter
export DESIGN_NICKNAME = counter
export VERILOG_FILES = /design/flow/design.v
export SDC_FILE = /design/flow/constraint.sdc
export NUM_CORES = 4
export LEC_CHECK = 1
export CORE_AREA = 10 10 70 70
export DIE_AREA = 0 0 80 80

===== ./constraint.sdc =====
current_design counter

set clk_period 1.4
set clk_io_pct 0.2

create_clock -name clk0 -period $clk_period [get_ports {clk}]

set non_clock_inputs [all_inputs -no_clocks]
set_input_delay [expr $clk_period * $clk_io_pct] -clock clk0 $non_clock_inputs
set_output_delay [expr $clk_period * $clk_io_pct] -clock clk0 [all_outputs]

===== ./design.v =====
`timescale 1ns / 1ps
`default_nettype none
module counter (
    input var logic clk,
    input var logic rst_n,
    input var logic en,
    output var logic [7:0] count
);
  always_ff @(posedge clk or negedge rst_n) begin
    if (!rst_n) begin
      count <= 8'b0;
    end
    else if (en) begin
      count <= count + 1;
    end
  end
endmodule  
`default_nettype wire

==> results.ini <==
[detailed_routing]
drt_first_pass_iters = 2
wl_per_cell_um = 8.37
drc = 0
n_antenna_cell = 0
drt_iter0_markers = 14
wl_um = 787
postRouteAntennaNets = 0
avgViaCountPerCell = 2.86
vias = 269

[yosys]
synthCells = 26
synthesis.area_um2 = 338
yosysCellCount = 26
ys_seq_elements = 8
ys_sh_adder_pct = 3.70
synth.distinct_cells = 10
yosys.area.top_type = dfrtp_1
simple_gate_share_pct = 15.6
xor_share_pct = 18.1
top_area_share_pct = 59.3
yosysWarnings = 1
synth_seq_share_pct = 59.3
ys_area_um2 = 338
logic_family = XOR/XNOR gates
top_cells_by_area = dfrtp_1, xor2_1, xnor2_1, nand4_1, ha_1
ys_sh_mux_pct = 3.33
aoi_share_pct = 0
synth_area_per_cell_um2 = 13.0

[sta]
fmax_ghz = 0.749
tightest_slew_ps = 365
final-setup-viol-count = 0
hold_viol_final = 0
finalCriticalPeriod_ps = 1340
rsz0062_at_grt = no
timing.final.ws_setup_ps = 65.0
finalMaxSlewViolations = 0
fin_crit_sh_pct = 95.4
clock_skew_ps = 0.492
max_slew_margin_pct = 75.6

[critical_path]
end_kind = output pin
critical_path_class = flop to output pin
rrSetupSlack_ps = 240
cp-start-kind = flop
rr_worst_depth = 3
critPathMaxFanout = 2
cp.depth = 1
endpoint = count[5]
required_ps = 1120
worstPathArrival_ps = 1060
crit_start = count[5]
path_delay_family = buffers and inverters
cp_cell_sequence = clkdlybuf4s50_1
crit_path_top_delay_cell = clkdlybuf4s50_1
r2r-start = count[1]
slowest_delay_ps = 470
reg2reg_to = count[1]
path_buffers = 1

[power]
switching_share_pct = 28.3
total_power_mw = 1.09
p_comb_share_pct = 48.0
internal-power_uw = 785
p_switching_uw = 309
p_leak_nw = 0.295
p_per_area_nw_per_um2 = 1840
vdd_ir_drop_max_mv = 0.435
seq_power_share_pct = 36.6
clockPowerShare_pct = 15.4

[global_route]
top_usage_layer = met2
grt_max_degree = 9
grt_pass1_wl_um = 1310
grt_pass1_vias = 286
use_met3_pct = 2.84
grtUsageTotal_pct = 2.63
antenna_found_initial = 0
met1_usage_pct = 3.11
gr-total-overflow = 0
met2_usage_pct = 3.21

[clock_network]
clkTransAtPathRegs_ps = 50
cts.sinks = 8
cts_max_level = 1
numCtsBuffers = 3
root_buffer = clkbuf_4
cts_tree = built
clock_latency_ps = 250
cts_buffer_depth = 2

[status]
status = finished, final reports clean

[final_layout]
largest_register = count
lay_top_cells = buf_4, dfrtp_1, clkdlybuf4s50_1, xor2_1
area_delta_synth_final_pct = 75.9
layoutNonFillerInstCount = 94
layout_top_cell = buf_4
top_regs = count (8)
largest_register_ffs = 8
drive_gt1_share_pct = 35.4

[floorplanning]
die_y_um = 80
die_x_um = 80
fp_util_pct = 9.89
die-area_um2 = 6400
rows = 21
ios = 11
core_region_area_um2 = 3420

[place]
post-place-cells = 82
place_worst_setup_slack_ps = -3.85
port_buffers = 10
place_hpwl_um = 600
gp_congestion = 0.736

[flow_run]
warning_count = 25
cap_violations = 0

[min_path]
hold_path_class = primary input to async pin

layout make-up:
| class | count | area [um2] |
|---|---|---|
| fillers | 376 | 2820 |
| flip-flops and latches | 8 | 203 |
| repair buffers | 19 | 174 |
| multi-input cells | 18 | 138 |
| well taps | 46 | 57.6 |
| clock buffers | 3 | 22.5 |
metrics by stage:
stage	utilization [%]	setup TNS (ps)	area, um2	hold slack, ps
floorplan	-	0	338	-15.6
global placement	14.5	0	495	462
detailed placement	14.5	-3.85	495	468
CTS	16.5	0	564	318
global route	17.4	0	594	326
finish	17.4	0	594	312
routing by layer:
layer	part of all wire, %	vias up
met1	46	126
met2	37	11
met4	0	0
li1	-	132
met5	0	-
met3	17	0
cell families (layout without fill, tap and decap cells):
| logic type | count (synthesis) | count (layout) |
|---|---|---|
| buffers and inverters | 0 | 22 |
| and+or+nand+nor | 9 | 9 |
| DFF | 8 | 8 |
| muxes | 1 | 1 |
| adders and majority gates | 1 | 1 |
| xor gates and xnor gates | 7 | 7 |
power groups by stage:
stage     sequential [mW]  combinational [mW]  clock [mW]
6_report            0.400               0.525       0.169
4_1_cts             0.405               0.505       0.178
5_1_grt             0.416               0.591       0.198
synth_stat cells:
| cell type | instances |
|---|---|
| xor2_1 | 4 |
| ha_1 | 1 |
| mux2_2 | 1 |
| nand4_1 | 3 |
| nor2_2 | 1 |
| nand4_2 | 1 |
| dfrtp_1 | 8 |
| nand2_1 | 2 |
| xnor2_1 | 3 |
| nor2_1 | 2 |
what timing repair did:
item,4_1_cts,5_1_grt
setup endpoints to repair,7,5
buffers inserted,6,3
hold buffers,0,0
gates resized,3,3
worst min-delay path by stage:
stage	from	endpoint	slack, ps	cells past startpoint
CTS	rst_n	count[4]	320	1
global route	rst_n	count[4]	330	1
finish	rst_n	count[4]	310	1
No activity file was given, so power comes from the tool's default toggle rates.
